File: flow/config.mk
export PLATFORM = sky130hd
export DESIGN_NAME = seven_segment_panel
export DESIGN_NICKNAME = seven_segment_panel
export VERILOG_FILES = /design/flow/design.v
export SDC_FILE = /design/flow/constraint.sdc
export NUM_CORES = 4
export LEC_CHECK = 1
export CORE_UTILIZATION = 30
File: flow/constraint.sdc
current_design seven_segment_panel

set clk_period 1.2
set clk_io_pct 0.2

create_clock -name clk0 -period $clk_period

set non_clock_inputs [all_inputs -no_clocks]
set_input_delay [expr $clk_period * $clk_io_pct] -clock clk0 $non_clock_inputs
set_output_delay [expr $clk_period * $clk_io_pct] -clock clk0 [all_outputs]
File: flow/design.v
module seven_segment_panel(
    input [31:0]in,
    output [6:0]seven_0_out,
    output [6:0]seven_1_out,
    output [6:0]seven_2_out,
    output [6:0]seven_3_out,
    output [6:0]seven_4_out,
    output [6:0]seven_5_out,
    output [6:0]seven_6_out,
    output [6:0]seven_7_out
);
ss_4bit_generator one(in[3:0],seven_0_out);
ss_4bit_generator two(in[7:4],seven_1_out);
ss_4bit_generator three(in[11:8],seven_2_out);
ss_4bit_generator four(in[15:12],seven_3_out);
ss_4bit_generator five(in[19:16],seven_4_out);
ss_4bit_generator six(in[23:20],seven_5_out);
ss_4bit_generator seven(in[27:24],seven_6_out);
ss_4bit_generator eight(in[31:28],seven_7_out);
endmodule
module ss_4bit_generator (
    input [3:0] in,
    output reg [6:0] segment_out
);
always @(*) begin
    case (in)
            4'b0000:begin
                segment_out<=7'b1000000;
            end
            4'b0001:begin
                segment_out<=7'b1111001;
            end
            4'b0010:begin
                segment_out<=7'b0100100;
            end
            4'b0011:begin
                segment_out<=7'b0110000;
            end
            4'b0100:begin
                segment_out<=7'b0011001;
            end
            4'b0101:begin
                segment_out<=7'b0010010;
            end
            4'b0110:begin
                segment_out<=7'b0000010;
            end
            4'b0111:begin
                segment_out<=7'b1111000;
            end
            4'b1000:begin
                segment_out<=7'b0000000;
            end
            4'b1001:begin
                segment_out<=7'b0010000;
            end
            4'b1010:begin
                segment_out<=7'b0001000;
            end
            4'b1011:begin
                segment_out<=7'b0000011;
            end
            4'b1100:begin
                segment_out<=7'b1000110;
            end
            4'b1101:begin
                segment_out<=7'b0100001;
            end
            4'b1110:begin
                segment_out<=7'b0000110;
            end
            4'b1111:begin
                segment_out<=7'b0001110;
            end
            default:begin
                segment_out<=7'b1111111;
            end
    endcase
end
endmodule
File: flow/run.sh
#!/bin/bash
# OpenROAD 26Q1-2900-gdf79404cd8, Yosys 0.63+post, stock flow scripts
make -C /OpenROAD-flow-scripts/flow DESIGN_CONFIG=/design/flow/config.mk WORK_HOME=/design/flow/orfs finish
==> commit_impl_results.txt <==
Refresh implementation metrics

* Total die area: around 7500 µm²
- Instance count after placement with tap cells included: ~500
* Worst Setup Start Kind: input port
- RSZ-0062 raised after global routing: yes
- The end-of-flow timing check tallies setup violations at 55.
* Global-route wire length before repair: 12400 µm
* Synthesis warning total: 1
- Yosys synthesis chip area: roughly 2100 µm²
- Antenna repair during routing inserted a diode count of 0.
* Share of layout cells above drive strength 1: 0.761
* Fmax: 0.638 GHz
* Dominant logic cell type in the layout: sky130_fd_sc_hd__buf_6
- Of the available clock period, the critical path in the final layout requires 1.31.
- The netlist uses 30 different library cells.
* IO buf count: slightly below 90
- Post-route non-filler standard cell count: 565
- For this design the top-level I/O count stands at approximately 88.
- Of the synthesized area, sequential elements account for 0.
- For this block, the initial DRC count from the detailed router was ~52.
* Final RePlAce weighted congestion: 0.833
- Remaining DRCs: 0
- The run finished, with violations left.
* DR vias: 2645
- Max-cap viol count: 0
* Setup TNS Final: -10.72 ns
* Data required time of the critical path: 0.96 ns
- Summed over all nets, the half-perimeter wirelength after detailed placement is between 4000 and 5000 µm.
- There are 0 flip-flops and latches.
- HP Start: in[22]
- Dominant logic cell types in the final layout: sky130_fd_sc_hd__buf_6 (74), sky130_fd_sc_hd__buf_2 (65), sky130_fd_sc_hd__buf_4 (56)
- Critical path startpoint: in[17]
- The number of cells reported by Yosys stat comes to about 260.
* Final WS setup: -0.367 ns
- Total global-route track usage over all layers is 0.199.
* Height of the chip: approximately 86 µm
* Floorplan row count: 30
- For reference, the most critical setup path is categorized as input port to output port.
- OpenROAD emitted warnings numbering around 83.
* 1st-pass router iterations: 4
- Worst slew margin relative to its limit: 0.816
- CP max FO: 5
- Via count of the first global-routing pass: around 2600
- Data arrival time of the worst path: around 1.3 ns
* Final hold slack: 0.843 ns
- Setup crit end: seven_4_out[3]
- Post-synthesis average cell area: 8.30 µm²
* Worst Max-Slew Pin Slew: about 0.28 ns
* Number of max-slew violations in the final report: 0
- Standby leakage power: between 2 and 2.5 nW
- Worst hold-check path type: input port to output port
- The die is about 86 µm wide.
- Remaining global-route overflow: 0
* Number of filler instances in the final layout: about 390
- After detailed routing, the number of vias per cell comes to 4.68.
- Post-layout total power: between 0.0015 and 0.002 W
- Synthesized instance count: ~260
* Failing checks: negative setup slack
- The worst-case IR drop observed on VDD is ~0.2 mV.
* Netlist Area Pre-Place: about 2100 µm²
- The routed design shows a wire length per standard cell of 13.4 µm.
- Sequential cell area: 0 µm²
- The final layout report lists a clock buffer count of 0.
- Entering global routing, the biggest net connects 12 pins.
- Summed over all layers, the routed wires come to 7600 µm.
* Setup crit end kind: output port
- The worst path in the final design needs a cycle of 1.57 ns, including I/O delays and setup.
- Core box area: between 6000 and 7000 µm²
- Per the summary, power density relative to cell area is between 300 and 400 nW/µm².
- The final report gives the core utilization as 0.755.
- Relative to the synthesized area, the layout overhead comes to 142%.
- The number of antenna violations at the first check in global routing was 0.
- Count of antenna-violating nets left after detailed routing: 0
- Final hold violation count: 0
- Effective utilization at floorplan: 0.312
-- metrics by stage --
| step | worst slack, ns | instance area, µm² |
|---|---|---|
| after floorplan | -0.0168 | 2340 |
| after global placement | -1.22 | 3760 |
| after detailed placement | -1.22 | 3760 |
| after CTS | -0.415 | 4920 |
| after global routing | -0.395 | 5160 |
| final | -0.367 | 5160 |
-- synth_stat cells --
master	number	area [µm²]
sky130_fd_sc_hd__buf_6	5	56.3
sky130_fd_sc_hd__mux2_2	9	101
sky130_fd_sc_hd__nand2b_1	3	18.8
sky130_fd_sc_hd__o31ai_1	3	22.5
sky130_fd_sc_hd__o211ai_1	2	15.0
sky130_fd_sc_hd__o2bb2ai_1	1	8.76
sky130_fd_sc_hd__o21a_1	1	7.51
sky130_fd_sc_hd__ha_1	56	701
sky130_fd_sc_hd__buf_4	1	7.51
sky130_fd_sc_hd__mux2i_1	28	280
sky130_fd_sc_hd__or2_2	1	6.26
sky130_fd_sc_hd__nor2b_1	3	18.8
sky130_fd_sc_hd__nand2_1	15	56.3
sky130_fd_sc_hd__o21ai_0	20	100
sky130_fd_sc_hd__inv_1	25	93.8
sky130_fd_sc_hd__or3_1	1	6.26
sky130_fd_sc_hd__a21oi_1	6	30.0
sky130_fd_sc_hd__and2b_2	3	26.3
sky130_fd_sc_hd__a21boi_0	1	7.51
sky130_fd_sc_hd__or3b_1	6	52.6
sky130_fd_sc_hd__buf_2	8	40.0
sky130_fd_sc_hd__nand3_1	2	10.0
sky130_fd_sc_hd__mux4_1	5	131
sky130_fd_sc_hd__a22o_1	11	96.3
sky130_fd_sc_hd__a31oi_1	1	6.26
sky130_fd_sc_hd__clkbuf_1	1	3.75
sky130_fd_sc_hd__nor2_1	28	105
sky130_fd_sc_hd__mux4_2	2	45.0
sky130_fd_sc_hd__o22ai_1	3	18.8
sky130_fd_sc_hd__a32o_1	6	60.1
-- routing by layer --
layer	part of all wire	up-vias	global-route usage	wire [µm]
li1	-	1340	-	-
met1	0.52	1254	0.312	3940
met3	0.029	2	0.0126	220
met2	0.45	49	0.321	3420
met4	0.0024	0	0.00152	18
met5	0	-	0	0
-- repair_timing --
action                     CTS  global route
pin swaps                   78            59
setup endpoints to repair   56            56
resized                    569            61
hold buffers                 0             0
setup buffers               63            21
gates cloned                 3             0
-- critical path, stage by stage --
cell and delay [ns]:
sky130_fd_sc_hd__buf_12 0.09, sky130_fd_sc_hd__inv_12 0.03, sky130_fd_sc_hd__buf_6 0.10, sky130_fd_sc_hd__ha_4 0.25
sky130_fd_sc_hd__inv_2 0.03, sky130_fd_sc_hd__mux4_2 0.44, sky130_fd_sc_hd__buf_2 0.13
-- kinds of logic (layout without fill, tap and decap cells) --
| family | count (synthesis) | after routing | synth area share |
|---|---|---|---|
| mux | 44 | 44 | 0.262 |
| compound gates | 55 | 55 | 0.175 |
| buf+inv | 40 | 252 | 0.0944 |
| fa+ha+maj | 56 | 56 | 0.328 |
| simple gates | 62 | 62 | 0.141 |
-- how the worst min path moves through the flow --
stage / to / cells after the start
4_1_cts: seven_5_out[2] / 4
6_report: seven_5_out[5] / 4
5_1_grt: seven_5_out[5] / 4
-- area by class of cell --
| class | count | area (µm²) | share of cell area |
|---|---|---|---|
| Multi-Input combinational cell | 217 | 2740 | 0.531 |
| Timing Repair Buffer | 227 | 2070 | 0.400 |
| Inverter | 25 | 234 | 0.0454 |
| Tap cell | 96 | 120 | 0.0233 |
-- where the power goes --
part	total (W)	switching, W	internal (W)	leakage [nW]
registers	0	0	0	0
logic	0.00173	0.000698	0.00103	2.41
clock network	0	0	0	0
No activity file was given, so power comes from the tool's default toggle rates.
