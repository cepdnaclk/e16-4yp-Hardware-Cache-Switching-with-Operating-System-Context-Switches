$ cat design/flow/run.sh
#!/bin/bash
# OpenROAD 26Q1-2900-gdf79404cd8, Yosys 0.63+post, stock flow scripts
make -C /OpenROAD-flow-scripts/flow DESIGN_CONFIG=/design/flow/config.mk WORK_HOME=/design/flow/orfs finish
$ cat design/flow/config.mk
export PLATFORM = sky130hd
export DESIGN_NAME = mux6x1
export DESIGN_NICKNAME = mux6x1
export VERILOG_FILES = /design/flow/design.v
export SDC_FILE = /design/flow/constraint.sdc
export NUM_CORES = 4
export LEC_CHECK = 1
export CORE_AREA = 10 10 108 108
export DIE_AREA = 0 0 118 118
$ cat design/flow/constraint.sdc
current_design mux6x1

set clk_period 4.3
set clk_io_pct 0.2

create_clock -name clk0 -period $clk_period

set non_clock_inputs [all_inputs -no_clocks]
set_input_delay [expr $clk_period * $clk_io_pct] -clock clk0 $non_clock_inputs
set_output_delay [expr $clk_period * $clk_io_pct] -clock clk0 [all_outputs]
$ cat design/flow/design.v
module mux6x1 (
    input [31:0]in1,
    input [31:0]in2,
    input [31:0]in3,
    input [31:0]in4,
    input [31:0]in5,
	 input [31:0]in6,
	 input [31:0]in7,
    input [2:0]select,
    output reg [31:0] out
);
always @(*) begin
    case (select)
        3'b000:begin
            out<=in1;
        end
        3'b001:begin
            out<=in2;
        end
        3'b010:begin
            out<=in3;
        end
        3'b011:begin
            out<=in4;
        end
        3'b100:begin
            out<=in5;
        end
		  3'b101:begin
            out<=in6;
        end
		  default:begin
            out<=in7;
        end
    endcase
end
endmodule
==> changes_impl.md <==
## Flow update

* Resize count post-CTS at 0
* VDD IR-drop max at 51.80 uV
* Dpl hpwl at 10530 um
* Pint at 0.3379 mW
* Global-route wire length before repair at 18220 um
* Final worst slack at 0.6164 ns
* Slew HR at 0.5696
* Slowest-stage cell, CP: mux4_2
* Grt ovf at 0
* Switch share at 0.2692
* Final Cycle Share at 0.8567
* # hold bufs at CTS at 0
* Crit path kind: input pin to output pin
* CP Launch Type: input pin
* Crit path buffers/inverters at 3
* Register share after synthesis at 0
* Largest stage delay, worst path at 0.51 ns
* Worst slew pin tran at 0.6456 ns
* Hold Path Stages at 4
* Row count at 35
* Register share of total power at 0
* Floorplan-stage core utilization at 0.2226
* HP Class: input pin to output pin
* Max-Cap Viols at 0
* Final WL at 11940 um
* Dpl ws at 0.5790 ns
* Vias in the first global route at 3153
* Syn-to-layout area delta at 127.8%
* Number of cells in Yosys stat at 261
* Antenna-violating nets left at 0
* Combinational share of power at 1.000
* Setup TNS at 0 ns
* Yosys warning count at 1
* Status: completed
* # IOs at 259
* Crit-path cells: buf_4, buf_12, mux4_2, mux2_2, clkdlybuf4s50_1
* Cell count after synthesis at 261
* NetSw at 0.1245 mW
* Worst Path Required at 3.44 ns
* Die y size at 118 um
* RSZ-0062 raised after global routing: false
* Placed cells at 628
* Routed WL per cell at 19.01 um
* Port buffer count at 259
* Initial drt markers at 179
* Clk pwr share at 0
* Setup Buffers After CTS at 0
* Crit-path leading delay family: buffers and inverters
* Antenna cells at 0
* Arrival time worst endpoint at 2.82 ns
* Max FO, Critical Path at 34
* Layout cell share with drive strength beyond 1 at 0.1242
* Fin util at 0.5071
* Initial antenna violation count at 0
* Drt first pass iters at 4
* Fin crit period at 3.684 ns
* Cell Area, Synth at 0.002067 mm2
* GRT Overall Usage at 0.1634
* Drt drc at 0
* Final slew viol count at 0
* Power Total at 0.4624 mW
* Vias post-DR at 2926
* Flop count at 0
* Yosys Chip Area at 0.002067 mm2
* # clk buffers at 0
* Max Freq at 271.5 MHz
* Drt via density at 4.659
* Core ar. at 0.009284 mm2
* Unique cell types at 25
* Hold path endpoint: out[27]
* Post-synthesis area per instance at 7.919 um2
* Final setup violating endpoints at 0
* Largest net degree at the start of global routing at 62
* Worst Setup End Kind: output pin
* Count of tool warnings at 32
* Die ar. at 0.01392 mm2
* Final Hold Viols at 0
* Register area at 0 um2
* Pwr dens at 98.21 mW/mm2
* Post-route insts no fill at 628
* Hold_sp: select[2]
* Routability Congestion at 0.8448
* Die outline width at 118 um
* Pleak at 1.768 nW
[cell type report]
type                       count  area (um2)
fill                         878        4576
inverter                       4       15.01
multi-input combinational    229        1872
tap                          129       161.4
timing repair buffer         266        2660
[cell usage after synthesis (7+ instances only)]
master / instances / share of area
a21oi_1: 8 / 0.019
a22oi_1: 11 / 0.040
a31oi_1: 7 / 0.021
buf_2: 12 / 0.029
clkbuf_1: 7 / 0.013
mux2_2: 31 / 0.17
mux2i_1: 25 / 0.12
mux4_2: 20 / 0.22
nand2_1: 41 / 0.074
nor2_1: 7 / 0.013
nor2b_1: 11 / 0.033
o21a_1: 7 / 0.025
o21ai_0: 40 / 0.097
[how the worst max path moves through the flow]
| stage | start | to | cells past startpoint |
|---|---|---|---|
| after CTS | select[0] | out[0] | 5 |
| after global routing | select[0] | out[25] | 5 |
| final | select[0] | out[0] | 5 |
[cell usage in the layout (no fill, tap or decap), types with 8 or more instances in the layout]
cell	Yosys	routed
a21oi_1	8	8
a22oi_1	11	11
clkdlybuf4s50_1	0	256
mux2_2	31	31
mux2i_1	25	25
mux4_2	20	20
nand2_1	41	41
nor2b_1	11	11
o21ai_0	40	40
[kinds of logic (layout without fill, tap and decap cells)]
| kind of cell | after synthesis | in the layout | synth area share |
|---|---|---|---|
| and+or+nand+nor | 69 | 69 | 0.1544 |
| muxes | 76 | 76 | 0.5079 |
| buffers and inverters | 32 | 270 | 0.09443 |
| AOI/OAI and AO/OA | 84 | 84 | 0.2433 |
[power groups by stage]
stage | Sequential [mW] | Clock [mW] | Combinational, mW
CTS | 0 | 0 | 0.469
global route | 0 | 0 | 0.502
finish | 0 | 0 | 0.462
[metal layers]
metal	vias up	part of all wire	track usage
li1	1467	-	-
met1	1309	0.39	0.1877
met2	148	0.50	0.2871
met3	2	0.11	0.07341
met4	0	0.0030	0.004637
met5	-	0	0
[through the flow]
stage / hold slack (ns) / area, um2
detailed placement: 2.640 / 4708
floorplan: 1.801 / 2067
finish: 2.620 / 4708
CTS: 2.641 / 4708
global route: 2.680 / 4708
global placement: 2.660 / 4708
No activity file was given, so power comes from the tool's default toggle rates.
